===== flow/design.v =====
localparam DMA_READ_SOURCE = 32'h1000_0000;
localparam DMA_WRITE_DEST = 32'h1000_0004;
localparam DMA_BURST_SIZE = 32'h1000_0008;
localparam DMA_WRITE_STATUS = 32'h1000_0020;
localparam DMA_READ_STATUS = 32'h1000_0024;
localparam DMA_START = 32'h1000_0040;
module simple_dma_engine (
	input clk,
	input rstn,
	input [31:0] dma_read_source,
	input [31:0] dma_write_dest,
	input [11:0] dma_burst_size, 
	output reg [1:0] dma_write_status,
	output reg [1:0] dma_read_status, 
	input dma_start,
	output reg [31:0] m_addr,
	output reg [31:0] m_wdata,
	input [31:0] m_rdata,
	output reg m_wenable,
	output reg m_renable,
	output reg [11:0] m_wsize,
	output reg [11:0] m_rsize,
	input [1:0] m_err
);
typedef enum reg [1:0] { 
	DMA_IDLE = 2'b00,
	DMA_BUSY_READ = 2'b01,
	DMA_BUSY_WRITE = 2'b10,
	DMA_ERR = 2'b11
} dma_state;
dma_state dma_state_ff;
reg [31:0] write_buffer [127:0];
integer i;
always @ (posedge clk) begin
	if (!rstn) begin
		dma_write_status = 2'b00;
		dma_read_status = 2'b00; 
		m_addr = 32'h0;
		m_wdata = 32'h0;
		m_wenable = 1'b0;
		m_renable = 1'b0;
		m_wsize = 12'h0;
		m_rsize = 12'h0;
		dma_state_ff = DMA_IDLE;
	end
	unique case (dma_state_ff)
		DMA_IDLE: begin 
			if (dma_start == 1'b1) begin
			 	dma_state_ff <= DMA_BUSY_READ;
			end else begin
			 	dma_state_ff <= DMA_IDLE;
			end
		end
		DMA_BUSY_READ: begin 
			if (m_renable == 1'b0) begin
				dma_read_status[0] <= 1'b1; 
				m_addr <= dma_read_source;
				m_rsize <= dma_burst_size;
				m_renable <= 1'b1;
				i = 0;
			end else begin
				if (i < dma_burst_size >> 5) begin
					write_buffer[i++][31:0] = m_rdata;
				end else begin
					dma_read_status[0] <= 1'b0; 
					m_renable <= 1'b0;
					if (m_err[0] == 1'b1 && m_err[1] == 1'b1) begin
			 			dma_state_ff <= DMA_ERR; 
					end else if (m_err[0] == 1'b0) begin
			 			dma_state_ff <= DMA_BUSY_READ; 
					end else begin
			 			dma_state_ff <= DMA_BUSY_WRITE;
					end
				end
			end
		end
		DMA_BUSY_WRITE: begin
			if (m_wenable == 1'b0) begin
				dma_write_status[0] <= 1'b1; 
				m_addr <= dma_write_dest;
				m_wsize <= dma_burst_size;
				m_wenable <= 1'b1;
				i = 0;
			end else begin
				if (i < dma_burst_size >> 5) begin
					m_wdata = write_buffer[i++][31:0];
				end else begin
					dma_write_status[0] <= 1'b0; 
					m_wenable <= 1'b0;
					if (m_err[0] == 1'b1 && m_err[1] == 1'b1) begin
			 			dma_state_ff <= DMA_ERR; 
					end else if (m_err[0] == 1'b0) begin
			 			dma_state_ff <= DMA_BUSY_WRITE; 
					end else begin
			 			dma_state_ff <= DMA_IDLE;
					end
				end
			end
		end
		DMA_ERR: begin 
		end
	endcase
end
endmodule
module simple_dma (
	input clk,
	input rstn,
	input [31:0] paddr,
	input [31:0] pwdata,
	output reg [31:0] prdata,
	input pwenable,
	input prenable,
	output reg [1:0] perr,
	output [31:0] m_addr,
	output [31:0] m_wdata,
	input [31:0] m_rdata,
	output m_wenable,
	output m_renable,
	output [11:0] m_wsize,
	output [11:0] m_rsize,
	input [1:0] m_err 
);
reg [31:0] dma_read_source;
reg [31:0] dma_write_dest;
reg [11:0] dma_burst_size;  
wire [1:0] dma_write_status;
wire [1:0] dma_read_status;
reg dma_start;
wire [31:0] m_addr_sync;
wire [31:0] m_wdata_sync;
wire [31:0] m_rdata_sync;
wire m_wenable_sync;
wire m_renable_sync;
wire [11:0] m_wsize_sync;
wire [11:0] m_rsize_sync;
wire [1:0] m_err_sync;
assign m_addr = m_addr_sync;
assign m_wdata = m_wdata_sync;
assign m_rdata_sync = m_rdata;
assign m_wenable = m_wenable_sync;
assign m_renable = m_renable_sync;
assign m_wsize = m_wsize_sync;
assign m_rsize = m_rsize_sync;
assign m_err_sync = m_err;
typedef enum reg [1:0] { 
	CONFIG_IDLE = 2'b00,
	CONFIG_READ = 2'b01,
	CONFIG_WRITE = 2'b10
} config_state;
config_state state;
always @ (posedge clk) begin
	if (!rstn) begin
		prdata <= 32'h0;
		perr <= 2'b00; 
		dma_read_source <= 32'h0;
		dma_write_dest <= 32'h0;
		dma_burst_size <= 12'h0;
		dma_start <= 1'b0;
		state <= CONFIG_IDLE;
	end else begin 
		unique case (state)
			CONFIG_IDLE: begin
				prdata <= 32'h0;
				perr <= 2'b00; 
				dma_start <= 1'b0;
				if (prenable == 1'b1) begin
					state <= CONFIG_READ;
				end else if (pwenable == 1'b1) begin
					state <= CONFIG_WRITE;
				end else begin
					state <= CONFIG_IDLE;
				end
			end
			CONFIG_READ: begin
				unique case (paddr[7:0])
					DMA_READ_SOURCE[7:0]  : prdata <= dma_read_source;
					DMA_WRITE_DEST[7:0]	  : prdata <= dma_write_dest;
					DMA_BURST_SIZE[7:0]	  : prdata[11:0] <= dma_burst_size;
					DMA_WRITE_STATUS[7:0] : prdata[1:0] <= dma_write_status;
					DMA_READ_STATUS[7:0]  : prdata[1:0] <= dma_read_status;
					default               : perr[1] <= 1'b1;
				endcase
				perr[0] <= 1'b1;
				state <= CONFIG_IDLE;
			end
			CONFIG_WRITE: begin
				unique case (paddr[7:0])
					DMA_READ_SOURCE[7:0]  : dma_read_source <= pwdata;
					DMA_WRITE_DEST[7:0]	  : dma_write_dest <= pwdata;
					DMA_BURST_SIZE[7:0]	  : dma_burst_size <= pwdata[11:0];
					DMA_START[7:0]        : dma_start <= pwdata[0];
					default               : perr[1] <= 1'b1;
				endcase
				perr[0] <= 1'b1;
				state <= CONFIG_IDLE;
			end 
			default: begin
			end
		endcase
	end
end
simple_dma_engine dma_engine (
	.clk (clk),
	.rstn (rstn),
	.dma_read_source (dma_read_source),
	.dma_write_dest (dma_write_dest),
	.dma_burst_size (dma_burst_size),
	.dma_write_status (dma_write_status),
	.dma_read_status (dma_read_status),
	.dma_start (dma_start),
	.m_addr (m_addr_sync),
	.m_wdata (m_wdata_sync),
	.m_rdata (m_rdata_sync),
	.m_wenable (m_wenable_sync),
	.m_renable (m_renable_sync),
	.m_wsize (m_wsize_sync),
	.m_rsize (m_rsize_sync),
	.m_err (m_err_sync)
);
endmodule

===== flow/run.sh =====
#!/bin/bash
# OpenROAD 26Q1-2900-gdf79404cd8, Yosys 0.63+post, stock flow scripts
make -C /OpenROAD-flow-scripts/flow DESIGN_CONFIG=/design/flow/config.mk WORK_HOME=/design/flow/orfs finish

===== flow/config.mk =====
export PLATFORM = sky130hd
export DESIGN_NAME = simple_dma
export DESIGN_NICKNAME = simple_dma
export VERILOG_FILES = /design/flow/design.v
export SDC_FILE = /design/flow/constraint.sdc
export NUM_CORES = 4
export LEC_CHECK = 1
export CORE_UTILIZATION = 50

===== flow/constraint.sdc =====
current_design simple_dma

set clk_period 13.5
set clk_io_pct 0.2

create_clock -name clk0 -period $clk_period [get_ports {clk}]

set non_clock_inputs [all_inputs -no_clocks]
set_input_delay [expr $clk_period * $clk_io_pct] -clock clk0 $non_clock_inputs
set_output_delay [expr $clk_period * $clk_io_pct] -clock clk0 [all_outputs]

==> flow_summary.yaml <==
# generated from flow reports
logic_synthesis:
  top_cell_area_share: 0.732
  post_synth_fa_ha_maj_area_fraction: 0.00118
  synth_sequential_area_ratio: 0.757
  synth_cell_type_count: 103
  netlist_area_um2: 169000
  avgSynthCellArea_um2: 15.4
  yosys_cells: 10975
  mux_cell_area_share: 0.00570
  netlist_top_cells_area: "sky130_fd_sc_hd__edfxtp_1 (73%), sky130_fd_sc_hd__a22oi_1 (4.2%), sky130_fd_sc_hd__dfxtp_1 (2.5%)"
  largest_area_cell: "sky130_fd_sc_hd__edfxtp_1"
  synth-edff-count: 4128
  yosys_warnings: 3
  ys.flops: 4339
  commonest_register_cell_after_synthesis: "sky130_fd_sc_hd__edfxtp_1"
  synth_simple_gate_area_share: 0.0650
  synth.cellmix.compoundShare: 0.152
  topCombFamilyByArea: "AND-OR/OR-AND gates"
  synth_chip_area_um2: 169000
  synth-async-reset-ratio: 0
  netlist_instances: 10975
  yosys.area_share.xor_xnor: 0.000620
grt:
  grt_start_max_net_pins: 88
  globalRouteTotalUtil: 0.828
  global_route_wire_length_before_repair_um: 1670000
  grt-ovfl-total: 992
  vias_in_the_first_global_route: 166288
outcome:
  stop_stage: "5_1_grt"
  error_line: "[ERROR GRT-0116] Global routing finished with congestion. Check the congestion regions in the DRC Viewer."
  status: "stopped before the end"
clock_tree:
  root_buffer: "sky130_fd_sc_hd__clkbuf_16"
  post_cts.resized_instances: 0
  cts_setup_buffers: 0
  clk_path_buf_depth: 4
  cts_sinks: 4339
  cts-buffers-inserted: 432
  h_tree_levels: 5
  post_cts_hold_buffer_count: 0
placement:
  gp_congestion: 1.26
  dpl_cell_area_um2: 186000
  dp_hpwl_um: 803000
  numPortBuffers: 201
floorplan:
  ports: 226
  dieHeight_um: 584
  initial_core_util: 0.503
  rows: 213
  chipWidth_um: 584
-- synthesized netlist by cell type, types with 67 or more instances --
library cell	n
sky130_fd_sc_hd__edfxtp_1	4128
sky130_fd_sc_hd__a22oi_1	954
sky130_fd_sc_hd__nand2_1	858
sky130_fd_sc_hd__clkbuf_1	538
sky130_fd_sc_hd__a21oi_1	429
sky130_fd_sc_hd__nor2_1	344
sky130_fd_sc_hd__o21ai_0	341
sky130_fd_sc_hd__a22o_1	315
sky130_fd_sc_hd__a221oi_1	265
sky130_fd_sc_hd__nand3_1	256
sky130_fd_sc_hd__dfxtp_1	211
sky130_fd_sc_hd__nand4_1	187
sky130_fd_sc_hd__buf_1	162
sky130_fd_sc_hd__a222oi_1	130
sky130_fd_sc_hd__and3_1	112
sky130_fd_sc_hd__nor4_1	101
sky130_fd_sc_hd__a32oi_1	100
sky130_fd_sc_hd__nor3_1	96
sky130_fd_sc_hd__a21boi_0	95
sky130_fd_sc_hd__o22ai_1	95
sky130_fd_sc_hd__a31oi_1	91
sky130_fd_sc_hd__a211oi_1	81
sky130_fd_sc_hd__a221o_1	69
sky130_fd_sc_hd__o211ai_1	67
-- cell families after synthesis --
group           Yosys count
mux                      92
fa+ha+maj                16
buf+inv                 808
simple gates           2248
xor+xnor                 12
flops                  4339
compound gates         3460
-- per-stage QoR --
stage / hold slack [ns] / total power [mW] / std cells / setup WS, ns
after floorplan: 0.401 / 15.4 / 10975 / 4.22
after CTS: 0.436 / 28.4 / 16934 / 4.76
after detailed placement: 0.427 / 16.4 / 16132 / 4.48
after global placement: 0.435 / 16.4 / 16132 / 4.48
-- per-layer routing --
| layer | overflow | global-route usage |
|---|---|---|
| met5 | 44 | 0.698 |
| met1 | 160 | 0.787 |
| met3 | 291 | 0.799 |
| met4 | 235 | 0.766 |
| met2 | 262 | 0.921 |
No activity file was given, so power comes from the tool's default toggle rates.
