## /design/flow/design.v

```verilog
module four_bit_adder (
	input clk,
	input rstn,
	input[3:0] a,
    input[3:0] b,
    output reg [4:0] c
);
always @ (posedge clk) begin
	if (!rstn) begin
		c[4:0] = 'b00000;
	end
	else begin
		c[4:0] = a[3:0] + b[3:0];
	end
end
endmodule
```

## /design/flow/constraint.sdc

```tcl
current_design four_bit_adder

set clk_period 2.0
set clk_io_pct 0.2

create_clock -name clk0 -period $clk_period [get_ports {clk}]

set non_clock_inputs [all_inputs -no_clocks]
set_input_delay [expr $clk_period * $clk_io_pct] -clock clk0 $non_clock_inputs
set_output_delay [expr $clk_period * $clk_io_pct] -clock clk0 [all_outputs]
```

## /design/flow/run.sh

```bash
#!/bin/bash
# OpenROAD 26Q1-2900-gdf79404cd8, Yosys 0.63+post, stock flow scripts
make -C /OpenROAD-flow-scripts/flow DESIGN_CONFIG=/design/flow/config.mk WORK_HOME=/design/flow/orfs finish
```

## /design/flow/config.mk

```make
export PLATFORM = sky130hd
export DESIGN_NAME = four_bit_adder
export DESIGN_NICKNAME = four_bit_adder
export VERILOG_FILES = /design/flow/design.v
export SDC_FILE = /design/flow/constraint.sdc
export NUM_CORES = 4
export LEC_CHECK = 1
export CORE_AREA = 10 10 70 70
export DIE_AREA = 0 0 80 80
```

==> impl_metrics.json <==
{
  "drc_errors": 0,
  "grt_first_pass_wirelength_um": 924,
  "num_rows": 21,
  "drive_above_1_share": 0.116,
  "ys_sh_xor": 0,
  "worst_slew_pin_slew_ps": 179,
  "gp_congestion": 0.665,
  "fp.dieW_um": 80,
  "vias_per_cell": 2.56,
  "hold_viol": 0,
  "ys_top_logic_family": "adder cells",
  "vias": 228,
  "cap_violations": 0,
  "clock_path_buffers": 2,
  "worst_hold_startpoint": "rstn",
  "crit_type": "input pin to register",
  "hold_buffers": 0,
  "rsz0062_at_grt": "false",
  "yosysSeqAreaShare": 0.367,
  "p_leak_uw": 0.000203,
  "synthDistinctLibCells": 14,
  "period_used_share": 0.827,
  "fp_util": 0.0799,
  "num_antenna_cells": 0,
  "yosys.area_share.adder": 0.257,
  "crit_path_start_kind": "input pin",
  "peakVddDrop_uv": 102,
  "log.warning_count": 25,
  "cts_htree_levels": 1,
  "route.final.wire_length_um": 678,
  "setup_tns_ps": 0,
  "ant_nets": 0,
  "post_drt_wl_per_cell_um": 7.62,
  "ys_cells": 25,
  "whs_path_depth": 2,
  "startpoint": "a[0]",
  "clkTransAtPathRegs_ps": 40,
  "end_kind": "register",
  "placement.io_buffers": 14,
  "grt-ovfl-total": 0,
  "hold-path-endpoint": "c[4]",
  "synth-simple-area-share": 0.183,
  "area.growth.synth_to_final_pct": 82.1,
  "cp_data_arrival_time_ps": 1810,
  "ys_sh_mux": 0.0367,
  "fin_crit_ps": 1650,
  "syn_area_per_cell_um2": 10.9,
  "cts.sinks": 5,
  "finalMaxSlewViolations": 0,
  "ys_warn_count": 1,
  "core-area_um2": 3420,
  "synth_area_um2": 273,
  "grt_pass1_vias": 251,
  "cts_tree": "done",
  "post_cts_buffers": 0,
  "ys_ff": 5,
  "path_max_fanout": 2,
  "fp.dieH_um": 80,
  "io_pins": 15,
  "ys_sh_aoi": 0.115,
  "grt_max_degree": 7,
  "ys_chip_area_um2": 273,
  "drtIter0Drc": 8,
  "cp_data_required_time_ps": 2160,
  "chip_area_um2": 6400,
  "finalSetupViolations": 0,
  "hp-class": "input pin to register",
  "slew_headroom": 0.880,
  "grt_usage": 0.0181,
  "p_per_area_nw_per_um2": 601,
  "fmax_mhz": 605,
  "cts_buffers": 3,
  "dr.pass1.iters": 2,
  "outcome": "complete, no violations",
  "antenna_found_initial": 0,
  "cts-root-buf": "clkbuf_4",
  "dpl.hpwl_um": 638,
  "largest_reg_flops": 5,
  "syn_inst": 25,
  "ctsResizeCount": 0,
  "whs_ps": 846,
  "finalPower_uw": 299
}
where the power goes:
group	leakage [uW]	internal (uW)	switching [uW]
clock	0.0000150	75.3	39.0
sequential	0.0000417	110	2.15
combinational	0.000147	50.2	22.1
total	0.000203	235	63.3
metal layers:
| metal | part of all wire | track usage | routed length (um) | vias up |
|---|---|---|---|---|
| li1 | - | - | - | 117 |
| met5 | 0 | 0 | 0 | - |
| met2 | 0.59 | 0.0393 | 400 | 7 |
| met3 | 0.069 | 0.00568 | 47 | 2 |
| met4 | 0.050 | 0.0141 | 34 | 0 |
| met1 | 0.29 | 0.0107 | 195 | 102 |
layout by cell type, fill, tap and decap left out:
master / synthesis / final
nor2b_4: 1 / 1
nand2b_1: 1 / 1
mux2i_1: 1 / 1
o21a_1: 2 / 2
nor2b_1: 2 / 2
a21o_1: 1 / 1
inv_1: 3 / 3
clkbuf_4: 0 / 3
clkdlybuf4s50_1: 0 / 14
a21oi_2: 1 / 1
nor3b_1: 1 / 1
fa_1: 1 / 1
and2_1: 1 / 1
clkbuf_1: 0 / 1
nand2_1: 1 / 1
dfxtp_1: 5 / 5
ha_1: 4 / 4
cells in the mapped netlist:
master	instances	area, um^2
dfxtp_1	5	100
ha_1	4	50.1
inv_1	3	11.3
nor2b_1	2	12.5
o21a_1	2	15.0
a21o_1	1	7.51
a21oi_2	1	8.76
and2_1	1	6.26
fa_1	1	20.0
mux2i_1	1	10.0
nand2_1	1	3.75
nand2b_1	1	6.26
nor2b_4	1	13.8
nor3b_1	1	7.51
how the worst max path moves through the flow:
stage / endpoint / slack [ps] / cells after the start
5_1_grt: c[2] / 260 / 6
6_report: c[2] / 350 / 6
4_1_cts: c[2] / 330 / 6
logic make-up (layout without fill, tap and decap cells):
group	count (synthesis)	in the layout
buffers and inverters	3	21
and+or+nand+nor	7	7
adders and majority gates	5	5
AOI/OAI and AO/OA	4	4
DFF	5	5
muxes	1	1
area by class of cell:
cell class / count / area, um^2
well taps: 46 / 57.6
repair buffers: 14 / 140
clock buffers: 4 / 26.3
inverters: 3 / 11.3
flip-flops and latches: 5 / 100
fillers: 397 / 2920
multi-input cells: 17 / 161
through the flow:
| stage | cell area [um^2] | std cells | worst slack [ps] | util |
|---|---|---|---|---|
| 2_1_floorplan | 273 | 25 | 626 | - |
| 3_3_place_gp | 470 | 85 | 115 | 0.138 |
| 3_5_place_dp | 470 | 85 | 78.2 | 0.138 |
| 4_1_cts | 497 | 89 | 331 | 0.145 |
| 5_1_grt | 497 | 89 | 263 | 0.145 |
| 6_report | 497 | 89 | 346 | 0.145 |
critical path, stage by stage:
cell and delay, ps:
clkdlybuf4s50_1 460, ha_1 160, inv_1 50, fa_1 410
nor2b_1 160, nor3b_1 180
Power is estimated from default activity; no workload was simulated.
